--- flow/config.mk ---
export PLATFORM = sky130hd
export DESIGN_NAME = parking_lot_occupancy_counter
export DESIGN_NICKNAME = parking_lot_occupancy_counter
export VERILOG_FILES = /design/flow/design.v
export SDC_FILE = /design/flow/constraint.sdc
export NUM_CORES = 4
export LEC_CHECK = 1
export CORE_UTILIZATION = 50
--- flow/constraint.sdc ---
current_design parking_lot_occupancy_counter

set clk_period 5.4
set clk_io_pct 0.2

create_clock -name clk0 -period $clk_period [get_ports {clk}]

set non_clock_inputs [all_inputs -no_clocks]
set_input_delay [expr $clk_period * $clk_io_pct] -clock clk0 $non_clock_inputs
set_output_delay [expr $clk_period * $clk_io_pct] -clock clk0 [all_outputs]
--- flow/design.v ---
`timescale 1ns / 1ps
module add_3(
    input [3:0]A,
    output reg [3:0]S
    );
    always @(A)
    begin
        if(A <= 4)
            S = A;
        else
            S = A + 3;
    end
endmodule
`timescale 1ns / 1ps
module bin2bcd(
    input [7:0]bin,
    output [11:0]bcd
    );
    wire[18:0] add_out;
    assign bcd[11:10] = 0;
    assign bcd[0] = bin[0]; 
    add_3 A0(.A({1'b0, bin[7:5]})        , .S(add_out[18:15]));
    add_3 A1(.A({add_out[17:15], bin[4]}), .S(add_out[14:11]));
    add_3 A2(.A({add_out[13:11], bin[3]}), .S(add_out[10:7]));
    add_3 A3(.A({add_out[9:7], bin[2]})  , .S(add_out[6:3]));
    add_3 A4(.A({add_out[5:3], bin[1]})  , .S(bcd[4:1]));
    add_3 A5(.A({1'b0, add_out[18], add_out[14], add_out[10]}), .S({bcd[9], add_out[2:0]}));
    add_3 A6(.A({add_out[2:0], add_out[6]})                   , .S(bcd[8:5]));
endmodule
`timescale 1ns / 1ps
module debouncer_delayed(
    input clk, reset_n,
    input noisy,
    output debounced
    );
    wire timer_done, timer_reset;
    debouncer_delayed_fsm FSM0(
        .clk(clk),
        .reset_n(reset_n),
        .noisy(noisy),
        .timer_done(timer_done),
        .timer_reset(timer_reset),
        .debounced(debounced)
    );
    timer_parameter #(.FINAL_VALUE(1_999_999)) T0(
        .clk(clk),
        .reset_n(~timer_reset),
        .enable(~timer_reset),
        .done(timer_done)
    );
endmodule
`timescale 1ns / 1ps
module debouncer_delayed_fsm(
    input clk, reset_n,
    input noisy, timer_done,
    output timer_reset, debounced
    );
    reg [1:0] state_reg, state_next;
    parameter s0 = 0, s1 = 1, s2 = 2, s3 = 3;
    always @(posedge clk, negedge reset_n)
    begin
        if (~reset_n)
            state_reg <= 0;
        else
            state_reg <= state_next;
    end
    always @(*)
    begin
        state_next = state_reg;
        case(state_reg)
            s0: if (~noisy)
                    state_next = s0;
                else if (noisy)
                    state_next = s1;
            s1: if (~noisy)
                    state_next = s0;
                else if (noisy & ~timer_done)
                    state_next = s1;
                else if (noisy & timer_done)
                    state_next = s2;
            s2: if (~noisy)
                    state_next = s3;
                else if (noisy)
                    state_next = s2;
            s3: if (noisy)
                    state_next = s2;
                else if (~noisy & ~timer_done)
                    state_next = s3;
                else if (~noisy & timer_done)
                    state_next = s0;
            default: state_next = s0;                                             
        endcase
    end
    assign timer_reset = (state_reg == s0) | (state_reg == s2);
    assign debounced = (state_reg == s2) | (state_reg == s3);
endmodule
`timescale 1ns / 1ps
module decoder_generic               
    #(parameter N = 3)(
    input [N - 1:0] w,
    input en,
    output reg [0:2 ** N - 1] y      
    );
    always @(w, en)
    begin
        y = 'b0;
        if (en)
            y[w] = 1'b1; 
        else
            y = 'b0;
    end
endmodule
`timescale 1ns / 1ps
module hex2sseg(
    input [3:0] hex,
    output reg [6:0] sseg  
    );
    always @(hex)
        case(hex)  
            0: sseg = 7'b1000000;
            1: sseg = 7'b1111001;            
            2: sseg = 7'b0100100;             
            3: sseg = 7'b0110000;              
            4: sseg = 7'b0011001;             
            5: sseg = 7'b0010010;             
            6: sseg = 7'b0000010;             
            7: sseg = 7'b1111000;             
            8: sseg = 7'b0000000;             
            9: sseg = 7'b0010000;             
            10: sseg = 7'b0001000;             
            11: sseg = 7'b0000011;             
            12: sseg = 7'b1000110;             
            13: sseg = 7'b0100001;             
            14: sseg = 7'b0000110;             
            15: sseg = 7'b0001110;             
        endcase
endmodule
`timescale 1ns / 1ps
module mux_8x1_6bit(
    input [2:0]sel,
    input [5:0]I7,
    input [5:0]I6,
    input [5:0]I5,
    input [5:0]I4,
    input [5:0]I3,
    input [5:0]I2,
    input [5:0]I1,
    input [5:0]I0,
    output reg[5:0]D_out
    );
    always @(I0, I1, I2, I3, I4, I5, I6, I7, sel)
    begin
        case(sel)
        3'b000: D_out = I7;
        3'b001: D_out = I6;
        3'b010: D_out = I5;
        3'b011: D_out = I4;
        3'b100: D_out = I3;
        3'b101: D_out = I2;
        3'b110: D_out = I1;
        3'b111: D_out = I0;
	default: D_out = I7;
        endcase
    end
endmodule
`timescale 1ns / 1ps
module parking_lot_fsm(
    input clk,
    input reset_n,
    input [1:0]x,
    output car_enter,
    output car_exit
    );
    reg [2:0] state_reg, state_next;
    localparam s0 = 0;
    localparam s1 = 1;
    localparam s2 = 2;
    localparam s3 = 3;
    localparam s4 = 4;
    localparam s5 = 5;
    localparam s6 = 6;
    always @(posedge clk, negedge reset_n)
    begin
        if(~reset_n)
            state_reg <= 0;
        else
            state_reg <= state_next;
    end
    always @(*)
    begin
        case(state_reg)
            s0: if(x == 2'b01)
                    state_next = s1;
                else if(x == 2'b10)
                    state_next = s2;
                else if(x == 2'b11)
                    state_next = s0;
                else
                    state_next = s0;
            s1: if(x == 2'b01)
                    state_next = s1;
                else if(x == 2'b10)
                    state_next = s0;
                else if(x == 2'b11)
                    state_next = s3;
                else
                    state_next = s0;
            s2: if(x == 2'b01)
                    state_next = s0;
                else if(x == 2'b10)
                    state_next = s2;
                else if(x == 2'b11)
                    state_next = s4;
                else
                    state_next = s0;
            s3: if(x == 2'b01)
                    state_next = s1;
                else if(x == 2'b10)
                    state_next = s5;
                else if(x == 2'b11)
                    state_next = s3;
                else
                    state_next = s0;
            s4: if(x == 2'b01)
                    state_next = s6;
                else if(x == 2'b10)
                    state_next = s2;
                else if(x == 2'b11)
                    state_next = 4;
                else
                    state_next = s0;
            s5: if(x == 2'b01)
                    state_next = s0;
                else if(x == 2'b10)
                    state_next = s5;
                else if(x == 2'b11)
                    state_next = 3;
                else
                    state_next = s0;
            s6: if(x == 2'b01)
                    state_next = s6;
                else if(x == 2'b10)
                    state_next = s0;
                else if(x == 2'b11)
                    state_next = s4;
                else
                    state_next = s0;
            default: state_next = state_reg;
        endcase
    end
    assign car_enter = (state_reg == s6 & x == 2'b00);
    assign car_exit = (state_reg == s5 & x == 2'b00);
endmodule
`timescale 1ns / 1ps
module parking_lot_occupancy_counter(
    input clk,
    input button0,
    input button1,
    input button_reset,
    output [6:0]sseg,
    output [0:7]AN,
    output DP,
    output h
    );
    wire [1:0]x;
    wire car_enter;
    wire car_exit;
    wire counter_mode;
    wire en;
    wire [7:0]count_bin;
    wire [11:0]count_bcd;
    wire counter_reset;
    debouncer_delayed DD0(   
        .clk(clk),
        .reset_n(1),
        .noisy(button0),
        .debounced(x[0])
    );
    debouncer_delayed DD1(   
        .clk(clk),
        .reset_n(1),
        .noisy(button1),
        .debounced(x[1])
    );
    debouncer_delayed DD2(   
        .clk(clk),
        .reset_n(1),
        .noisy(button_reset),
        .debounced(counter_reset)
    );
    parking_lot_fsm FSM0(
        .clk(clk),
        .reset_n(1),
        .x(x),
        .car_enter(car_enter),
        .car_exit(car_exit)
    );
    assign en = car_enter | car_exit;
    assign counter_mode = car_enter;
    udl_counter #(.BITS(8)) UC1(
        .clk(clk),
        .reset_n(counter_reset),
        .enable(en),
        .up(counter_mode),
        .load(0),
        .D('b0),
        .Q(count_bin)
    );  
    bin2bcd BB0(
        .bin(count_bin),
        .bcd(count_bcd)
    );
    sseg_driver SD0(
        .clk(clk),
        .I7({1'b1, count_bcd[3:0], 1'b1}),
        .I6({1'b1, count_bcd[7:4], 1'b1}),
        .I5({1'b1, count_bcd[11:8], 1'b1}),
        .I4(6'b00001),
        .I3(6'b00001),
        .I2(6'b00001),
        .I1(6'b00001),
        .I0(6'b00001),
        .AN(AN),
        .sseg(sseg),
        .DP(DP)
    );
endmodule
`timescale 1ns / 1ps
module sseg_driver(
    input clk,
    input [5:0]I7,
    input [5:0]I6,
    input [5:0]I5,
    input [5:0]I4,
    input [5:0]I3,
    input [5:0]I2,
    input [5:0]I1,
    input [5:0]I0,
    output [0:7]AN,
    output [6:0]sseg,
    output DP
    );
    wire done;
    wire [2:0]Q;
    wire [5:0]D_out;
    wire [0:7]y;
    timer_input TI0(
        .clk(clk),
        .reset_n(1),
        .enable(1),
        .FINAL_VALUE(8'b1111_1111),
        .done(done)
    );
    udl_counter UC0(
        .clk(clk),
        .reset_n(1),
        .enable(done),
        .up(1),
        .load(0),
        .D('b0),
        .Q(Q)
    );
    mux_8x1_6bit MU0(
        .sel(Q),
        .I7(I7),
        .I6(I6),
        .I5(I5),
        .I4(I4),
        .I3(I3),
        .I2(I2),
        .I1(I1),
        .I0(I0),
        .D_out(D_out)
    );
    decoder_generic DG0(
        .w(Q),
        .en(D_out[5]),
        .y(y)
    );
    hex2sseg H2S0(
        .hex(D_out[4:1]),
        .sseg(sseg)
    );
    assign DP = D_out[0];
    assign AN = ~y;
endmodule
`timescale 1ns / 1ps
module timer_input
    #(parameter BITS = 8)(
    input clk,
    input reset_n,
    input enable,
    input [BITS - 1:0] FINAL_VALUE,
    output done
    );
    reg [BITS - 1:0] Q_reg, Q_next;
    always @(posedge clk, negedge reset_n)
    begin
        if (~reset_n)
            Q_reg <= 'b0;
        else if(enable)
            Q_reg <= Q_next;
        else
            Q_reg <= Q_reg;
    end
    assign done = Q_reg == FINAL_VALUE;
    always @(*)
        Q_next = done ? 'b0 : Q_reg + 1;
endmodule
`timescale 1ns / 1ps
module timer_parameter
    #(parameter FINAL_VALUE = 255)(
    input clk,
    input reset_n,
    input enable,
    output done
    );
    localparam BITS = $clog2(FINAL_VALUE);
    reg [BITS - 1:0] Q_reg, Q_next;
    always @(posedge clk, negedge reset_n)
    begin
        if (~reset_n)
            Q_reg <= 'b0;
        else if(enable)
            Q_reg <= Q_next;
        else
            Q_reg <= Q_reg;
    end
    assign done = Q_reg == FINAL_VALUE;
    always @(*)
        Q_next = done? 'b0: Q_reg + 1;
endmodule
`timescale 1ns / 1ps
module udl_counter
    #(parameter BITS = 3)(   
    input clk,
    input reset_n,
    input enable,
    input up,  
    input load,
    input [BITS - 1:0] D,
    output [BITS - 1:0] Q
    );
    reg [BITS - 1:0] Q_reg, Q_next;
    always @(posedge clk, negedge reset_n)
    begin
        if (~reset_n)
            Q_reg <= 'b0;
        else if(enable)
            Q_reg <= Q_next;
        else
            Q_reg <= Q_reg;
    end
    always @(Q_reg, up, load, D)
    begin
        Q_next = Q_reg;
        casex({load,up})
            2'b00: Q_next = Q_reg - 1;
            2'b01: Q_next = Q_reg + 1;
            2'b1x: Q_next = D;
            default: Q_next = Q_reg;
        endcase
    end
    assign Q = Q_reg;
endmodule
--- flow/run.sh ---
#!/bin/bash
# OpenROAD 26Q1-2900-gdf79404cd8, Yosys 0.63+post, stock flow scripts
make -C /OpenROAD-flow-scripts/flow DESIGN_CONFIG=/design/flow/config.mk WORK_HOME=/design/flow/orfs finish
==> results.json <==
{
  "synthTopCellsByCount": "nor2_1, dfrtp_1, nand2_1",
  "antenna_left": 0,
  "outcome": "finished, violations left",
  "fin_crit_sh": 1.045,
  "worst_slack_ps": -242.6,
  "path_cells": "inv_2 > ha_4 > inv_4 > ha_4 > nor2b_4 > or4_4 > a31oi_4 > o2bb2ai_4 > buf_4 > buf_4 > ha_1 > or4_1 > a41oi_1 > o22ai_2 > o2bb2ai_4 > buf_4 > and3_1 > a221o_1 > buf_2",
  "ys_seq_share": 0.3866,
  "cp-start-kind": "register",
  "r2r_cells": 13,
  "final_max_slew_viol_count": 0,
  "hold_viol_final": 0,
  "logic_family": "simple AND/OR/NAND/NOR gates",
  "die_w_um": 112.2,
  "ys_area_sq_mm": 0.006072,
  "hold_class": "register to asynchronous set/reset pin",
  "ys_sh_simple": 0.2054,
  "enable_flop_cells": 9,
  "power.density_mw_per_mm2": 471.4,
  "synth_top_area_share": 0.2926,
  "postSynthAreaPerCell_sq_um": 9.200,
  "ys_async_sr_fraction": 0.7474,
  "max_freq_mhz": 177.2,
  "cp_top_family": "simple AND/OR/NAND/NOR gates",
  "syn_to_final_growth_pct": 31.94,
  "ctsHoldBuffers": 0,
  "detailed_place_hpwl_um": 8705,
  "synthAoiAreaFrac": 0.1288,
  "ys_ff": 95,
  "r2r_start": "DD0.FSM0.state_reg[1]",
  "period_minus_slack_ps": 5643,
  "path_buffers": 6,
  "max_stage_delay_ps": 580,
  "clock-sinks": 95,
  "drcViolationCount": 0,
  "drive_above_1_share": 0.2703,
  "failed_checks": "setup timing",
  "mux_area_frac": 0.02947,
  "grt_pass1_wl_um": 21790,
  "ir_drop_mv": 0.3281,
  "timing.rr.end": "UC1.Q_reg[7]",
  "maxSlewHeadroom": 0.4585,
  "cts_buffer_depth": 2,
  "leakagePower_nw": 3.502,
  "ys_cells": 660,
  "antenna_cells_inserted": 0,
  "worstSetupPathType": "register to output port",
  "grt_antenna_before_repair": 0,
  "drt-initial-drc-count": 218,
  "grt_max_degree": 33,
  "vias": 5035,
  "cp-startpoint": "UC1.Q_reg[5]",
  "via_per_inst": 5.408,
  "grt_pass1_vias": 4726,
  "clock_skew_ps": 5.125,
  "grt_usage": 0.2148,
  "warning_count": 49,
  "finish.utilization": 0.6898,
  "dr.pass1.iters": 6,
  "adder_share": 0.08572,
  "rsz0062_at_grt": "true",
  "max_cap_violations": 0,
  "cts_buffers": 9,
  "rrSetupSlack_ps": 2460,
  "gp_congestion": 0.9100,
  "wl_per_cell_um": 13.31,
  "die_h_um": 112.2,
  "crit_path_end": "sseg[0]",
  "worst_pin_slew_ps": 812.3,
  "cts_tree": "done",
  "critPathMostFrequentCell": "buf_4",
  "crit_arrival_ps": 4560,
  "rows": 39,
  "dpl_worst_slack_ps": -444.4,
  "io_buffers": 17,
  "pin_count": 21,
  "clock-root-buffer": "clkbuf_16",
  "slowest_stage": "or4_1",
  "num-fill-cells": 792,
  "yosysUniqueCellTypes": 67,
  "path_max_fanout": 8,
  "top_cell": "nor2_1",
  "grt.overflow.total": 0,
  "topCellsByArea": "dfrtp_1, ha_1, xnor2_1, xor2_1, dfxtp_1",
  "worst-path-stages": 19,
  "yosysTopAreaCell": "dfrtp_1",
  "worstSetupEndpointType": "output port",
  "xor_area_frac": 0.1181,
  "initCoreUtil": 0.5228,
  "design.core.area_sq_mm": 0.01161,
  "die_area_sq_mm": 0.01259,
  "cts-htree-levels": 3,
  "path_clk_slew_ps": 70,
  "setup_viol": 7,
  "cp.required_ps": 4320,
  "clk_latency_ps": 340,
  "routed_wl_um": 12390,
  "syn-instance-count": 660,
  "yosys_warnings": 17,
  "ys.flop_type": "dfrtp_1",
  "syn_area_sq_mm": 0.006072
}
[area by class of cell]
class | count | area, sq um | area share
tap | 143 | 178.9 | 0.02233
inverter | 36 | 137.6 | 0.01718
multi-input combinational | 506 | 3936 | 0.4913
timing repair buffer | 135 | 1067 | 0.1332
clock inverter | 7 | 118.9 | 0.01484
sequential | 95 | 2347 | 0.2930
clock buffer | 9 | 225.2 | 0.02811
[through the flow]
step                      std cells  power (W)  TNS (ps)  cell area [sq um]  hold slack (ps)
after floorplan                 667   0.001840         0               6110            256.4
after global placement          896   0.002551     -2071               7072            172.8
after detailed placement        896   0.002570     -2712               7072            175.5
after CTS                       928   0.003643     -1600               7814            177.4
after global routing            931   0.004041     -3121               8011            206.6
final                           931   0.003777     -1352               8011            163.7
[kinds of logic (layout without fill, tap and decap cells)]
kind of cell | Yosys count | count (layout)
buffers and inverters | 66 | 187
AND-OR/OR-AND | 109 | 109
XOR/XNOR | 81 | 81
multiplexers | 17 | 17
adder cells (fa/ha/maj) | 41 | 41
AND/OR/NAND/NOR | 249 | 249
flip-flops | 95 | 95
other | 2 | 9
[cells in the final DEF, fill, tap and decap left out, drive strengths merged, types with 11 or more instances in the layout]
master	Yosys	routed
inv	36	37
nor4	11	11
xor2	38	38
nand2	45	45
ha	40	40
nor2	74	74
o21ai	24	24
dfrtp	71	71
nand4	20	20
a21oi	16	16
and3	11	11
xnor2	43	43
nand3	36	36
buf	9	124
dfxtp	15	15
[repair_timing]
item	4_1_cts	5_1_grt
resized	83	29
pin swaps	28	21
setup endpoints to repair	7	7
setup buffers	16	3
cloned	0	0
[power breakdown]
part	switching, W	internal [W]
Clock	0.000265	0.000453
Combinational	0.000957	0.00119
Sequential	0.000106	0.000807
[metal layers]
layer	vias up	track usage	wire [um]
met5	-	0	0
met4	0	0.02311	159
met3	12	0.02367	355
met2	66	0.3085	5260
met1	2381	0.3777	6615
li1	2576	-	-
[how the worst min path moves through the flow]
stage	from	to	slack [ps]	cells past startpoint
CTS	DD2.FSM0.state_reg[1]	UC1.Q_reg[7]	180	0
global route	DD2.FSM0.state_reg[1]	UC1.Q_reg[7]	210	0
finish	DD2.FSM0.state_reg[1]	UC1.Q_reg[7]	160	0
Power figures rest on the tool's default switching activity, not on a simulated workload.
